$ cat design/flow/config.mk
export PLATFORM = sky130hd
export DESIGN_NAME = Adder
export DESIGN_NICKNAME = Adder
export VERILOG_FILES = /design/flow/design.v
export SDC_FILE = /design/flow/constraint.sdc
export NUM_CORES = 4
export LEC_CHECK = 1
export CORE_AREA = 10 10 85 85
export DIE_AREA = 0 0 95 95
$ cat design/flow/constraint.sdc
current_design Adder

set clk_period 24.1
set clk_io_pct 0.2

create_clock -name clk0 -period $clk_period

set non_clock_inputs [all_inputs -no_clocks]
set_input_delay [expr $clk_period * $clk_io_pct] -clock clk0 $non_clock_inputs
set_output_delay [expr $clk_period * $clk_io_pct] -clock clk0 [all_outputs]
$ cat design/flow/design.v
`timescale 1ns / 1ps
module Adder(operandA,operandB,result);
	parameter BITS=32;
	input logic[BITS-1:0] operandA,operandB;
	output logic[BITS-1:0] result;
	assign result = operandA + operandB;
endmodule
$ cat design/flow/run.sh
#!/bin/bash
# OpenROAD 26Q1-2900-gdf79404cd8, Yosys 0.63+post, stock flow scripts
make -C /OpenROAD-flow-scripts/flow DESIGN_CONFIG=/design/flow/config.mk WORK_HOME=/design/flow/orfs finish
==> flow_summary.toml <==
# yosys + openroad results
[placed_design]
dpl.hpwl_um = 5120
dp_slack_ns = 11.52
buffer_ports.inserted = 96
place.gp.congestion = 0.925

[floorplanning]
top_level_ports = 96
fp.dieArea_um2 = 9030
chipWidth_um = 95
initial_core_util_pct = 31.9
num_rows = 27
fp.coreArea_um2 = 5470
chipHeight_um = 95

[pwr]
sw_ratio_pct = 39.7
powerDensity_nw_per_um2 = 29.1
power.internal_mw = 0.0483
clock_power_share_pct = 0
switchingPower_mw = 0.0318
power.combinational.fraction_pct = 100.0
total_leakage_power_nw = 1.18
worst_ir_drop_on_vdd_mv = 0.0118
power.share.sequential_pct = 0

[synthesis]
synthDominantAreaCellType = "ha_1"
synth_stat.cells = 241
synth.lib_cells_used.distinct = 50
yosys_warnings = 0
ys_seq_share_pct = 0
synthCells = 241
synth_chip_area_um2 = 1740
syn_area_um2 = 1740
synth_area_per_inst_um2 = 7.24
synth_top_area_share_pct = 22.2
area_leaders = "ha_1 (22%), a21oi_1 (8.3%), a21o_1 (8.2%)"

[sta]
worst_max_slew_pin_slew_ns = 0.523
finalSetupViolCount = 0
slew_viol_final = 0
fin_crit_ns = 12.54
slew_headroom_pct = 64.2
layout_setup_ws_ns = 11.56
max_clock_freq_ghz = 0.0797
timing_hold_violations_final = 0
unrepaired_setup_endpoints_after_global_routing = "no"
timing.final.crit_share_pct = 52.0
timing.setup.tns_ns = 0

[critical_path]
arrival_time_of_data_at_the_critical_path_endpoint_ns = 7.72
worstSetupPathType = "in2out"
worstPathCellList = "clkdlybuf4s50_1 > ha_1 > fa_1 > a21o_1 > a31o_2 > nand3_1 > o221ai_1 > a311oi_1 > o21bai_1 > xor2_1 > clkdlybuf4s50_1"
sort_of_element_at_the_start_of_the_critical_path = "primary input"
cp.buffers_inverters = 2
worst_path_largest_cell_delay_ns = 0.49
critPathMostFrequentCell = "clkdlybuf4s50_1"
end_kind = "output port"
critPathTopFamily = "AND-OR/OR-AND gates"
cp_data_required_time_ns = 19.28
critical-path-slowest-cell = "clkdlybuf4s50_1"
startpoint = "operandA[0]"
worst_path_fanout_max = 4

[detailed_routing]
dr.pass1.iters = 4
antennaDiodeCount = 0
detailroute.wirelength.met2_um = 2550
drtIter0Drc = 54
met1Wirelength_um = 2800
route.detailed.wl_per_inst_um = 14.7
wl_met3_um = 465
viasPerCell = 5.22
post-route-drc-count = 0
detailroute.via_count = 2079
sum_of_routed_wire_length_over_all_layers_um = 5840
postRouteAntennaNets = 0
top_layer_used = "met4"

[min_path]
min_from = "operandB[0]"
hold_path_class = "in2out"

[cells_and_area]
ff_latch_area_um2 = 0
ff_count = 0
fraction_of_layout_instances_using_a_drive_strength_above_1_pct = 3.07
areaGrowthSynthToFinish_pct = 57.7
layout.core_utilization_pct = 50.3
n_clock_buffer = 0

[global_routing]
globalRoute.totalOverflow = 0
antenna_found_initial = 0
globalRouteTotalUtil_pct = 12.4
largest_net_degree_at_the_start_of_global_routing = 11
first_pass_grt_wire_length_um = 9490
via_count_of_the_first_global_routing_pass = 2036

[job]
max_cap_violations = 0
warning_count = 32

[clock_network]
cts_setup_buffers = 0
cts-resized-gates = 0
cts_hold_buffers = 0

[run_status]
outcome = "finished, final reports clean"
layout make-up:
class | instances | area (um2)
fillers | 569 | 2720
multi-input cells | 224 | 1680
repair buffers | 96 | 961
well taps | 72 | 90.1
inverters | 6 | 22.5
cell families after synthesis:
family                   after synthesis  share of synthesized area (%)
AND-OR/OR-AND                         97                           39.3
AND/OR/NAND/NOR                       65                           18.3
XOR/XNOR                              28                           14.1
multiplexers                           2                           1.15
buffers and inverters                 17                           3.80
adder cells (fa/ha/maj)               32                           23.4
cell usage in the layout, fill, tap and decap left out, types with 3 or more instances in the layout:
cell / n
a31oi_1: 3
xnor2_1: 13
o211ai_1: 3
xor2_1: 15
a21o_1: 19
inv_1: 6
ha_1: 31
nand3_1: 10
nor2_1: 12
clkdlybuf4s50_1: 96
nor3_1: 4
nand4_1: 8
a211oi_1: 3
o21bai_1: 4
a21oi_1: 29
nand2_1: 18
o21ai_0: 13
or2_2: 3
metrics by stage:
stage                     hold WS (ns)  cell area, um2  cells  total power [mW]
after floorplan                   9.71            1740    241            0.0385
after global placement           10.68            2750    398            0.0809
after detailed placement         10.69            2750    398            0.0809
after CTS                        10.68            2750    398            0.0814
after global routing             10.71            2750    398            0.0892
final                            10.67            2750    398            0.0800
routing by layer:
metal,up-vias,global-route usage (%)
li1,1103,-
met1,913,16.3
met2,61,21.1
met3,2,2.88
met4,0,0.623
met5,-,0
tightest hold or removal path, cell delays in order:
cell,delay (ns)
clkdlybuf4s50_1,0.46
ha_1,0.11
clkdlybuf4s50_1,0.46
cell usage after synthesis (all sizes together) (4+ instances only):
cell    count
o21bai      5
a21o       19
nand2      18
nor3        4
xnor2      13
xor2       15
nand4       8
nor2       12
o21ai      15
inv         6
nand3      10
clkbuf      8
a21oi      29
ha         31
power by group through the flow:
stage / Sequential, mW / Clock [mW] / Combinational [mW]
6_report: 0 / 0 / 0.0800
4_1_cts: 0 / 0 / 0.0814
5_1_grt: 0 / 0 / 0.0892
final timing paths:
check | end | depth (start not counted) | slack [ns]
worst max-delay path | result[26] | 11 | 11.56
worst min-delay path | result[0] | 3 | 10.67
Power figures rest on the tool's default switching activity, not on a simulated workload.
