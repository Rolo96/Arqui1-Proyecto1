==> ./design.v <==
`timescale 1ns / 1ps
module DataMemory(clk,writeEnabled,address,writeData,readData);
	parameter BITS=32;
   input logic clk, writeEnabled;
	input logic [BITS-1:0] address, writeData;
	output logic [BITS-1:0] readData;
	logic [BITS-1:0] ram[63:0];
	always_ff @ (posedge clk) begin
		if (writeEnabled) ram[address[BITS-1:2]] <= writeData; 
		readData<=ram[address[BITS-1:2]];
	end
endmodule
==> ./run.sh <==
#!/bin/bash
# OpenROAD 26Q1-2900-gdf79404cd8, Yosys 0.63+post, stock flow scripts
make -C /OpenROAD-flow-scripts/flow DESIGN_CONFIG=/design/flow/config.mk WORK_HOME=/design/flow/orfs finish
==> ./config.mk <==
export PLATFORM = sky130hd
export DESIGN_NAME = DataMemory
export DESIGN_NICKNAME = DataMemory
export VERILOG_FILES = /design/flow/design.v
export SDC_FILE = /design/flow/constraint.sdc
export NUM_CORES = 4
export LEC_CHECK = 1
export CORE_UTILIZATION = 50
==> ./constraint.sdc <==
current_design DataMemory

set clk_period 45.5
set clk_io_pct 0.2

create_clock -name clk0 -period $clk_period [get_ports {clk}]

set non_clock_inputs [all_inputs -no_clocks]
set_input_delay [expr $clk_period * $clk_io_pct] -clock clk0 $non_clock_inputs
set_output_delay [expr $clk_period * $clk_io_pct] -clock clk0 [all_outputs]
==> flow_summary_export.csv <==
group,metric,value,unit
power,max-vdd-ir-drop,0.0000374,V
worst_setup_path,r2r_cells,5,
floorplan,core,156000,µm²
sta,clock_skew,0.0149,ns
clocking,cts_hold_buf,0,
clocking,post_cts_buffers,0,
worst_setup_path,cp_common_cell,"buf_4",
synth,common_cells,"edfxtp_1 (2048), mux2i_1 (259), a22oi_1 (188)",
grt,grt_pass1_vias,44143,
synth,synth_cell_type_count,56,
worst_setup_path,startpoint_type,"input pin",
synth,mux_share,8.12,%
synth,yosysWarnings,1,
synth,numSynthFlops,2080,
grt,grt_use_total,30.3,%
drt,ant_nets,0,
worst_setup_path,timing.rr.start,"ram[21][27]",
min_path,worstHoldEndpoint,"readData[18]",
drt,drt-initial-drc-count,2763,
final_layout,final-comb-area,16100,µm²
sta,fin_tns_setup,0,ns
sta,slew_headroom,31.1,%
placement,routabilityCongestion,0.868,
synth,syn_area,78900,µm²
power,power_density,44.1,nW/µm²
synth,aoi_share,8.66,%
final_layout,drive_gt1_share,18.0,%
worst_setup_path,cp.required,46.12,ns
power,p_total,3.93,mW
clocking,cts_tree,"built",
worst_setup_path,worstPathCellList,"buf_8 > buf_4 > buf_4 > buf_4 > buf_4 > mux4_2 > mux2i_1 > nor2_1 > a2111oi_0 > nand3_1",
power,clockPowerShare,40.7,%
placement,postPlaceCellArea,82800,µm²
synth,synth_top_cell_by_count,"edfxtp_1",
sta,setup_viol_count_final,0,
power,internal-power,3.09,mW
final_layout,finalInstanceArea,89100,µm²
synth,ys_sh_adder,0,%
drt,drc,0,
floorplan,io-pin-count,98,
drt,vias,42120,
sta,holdWs,0.676,ns
worst_setup_path,end_kind,"flop",
min_path,whs_path_depth,4,
grt,grt_overflow_total,0,
power,combinationalPowerShare,5.2,%
worst_setup_path,critPathArrivalTime,13.94,ns
final_layout,stdcell_count,6634,
synth,edf_count,2048,
sta,tightest_slew,1.01,ns
clocking,path_clk_slew,0.05,ns
final_layout,flop_area,62100,µm²
grt,antenna_found_initial,6,
sta,rsz0062_at_grt,"false",
synth,syn_inst,4239,
worst_setup_path,path_max_fanout,57,
floorplan,die_y,399,µm
synth,yosys.area_share.simple,2.81,%
synth,postSynthSeqShare,78.7,%
min_path,hold_start,"ram[4][18]",
grt,grt_max_degree,65,
power,p_leak,28.6,nW
floorplan,die_x,399,µm
clocking,cts_root_buf,"clkbuf_16",
drt,avgViaCountPerCell,6.35,
drt,routed_wl,213000,µm
synth,ys_area,78900,µm²
sta,hold_viol,0,
power,sw_frac_of_total,21.4,%
sta,max_freq,75.1,MHz
placement,dpl.cell_count,6261,
clocking,cts.repair.resized,0,
floorplan,die-area,159000,µm²
clocking,htreeDepth,4,
synth,top_area_cell,"edfxtp_1",
synth,top_cell_area_share,77.9,%
power,p_seq_share,54.1,%
run,log.warning_count,52,
synth,flop_cell,"edfxtp_1",
synth,ys_cells,4239,
drt,post_drt_wl_per_cell,32.1,µm
final_layout,fillers,11560,
final_layout,syn2layout_area_growth,12.9,%
run,cap_violations,0,
worst_setup_path,slowest_delay,0.81,ns
floorplan,initial_core_util,50.5,%
floorplan,rows,145,
min_path,hold_class,"reg2reg",
synth,synth_xor_xnor_area_share,0,%
status,status,"complete, no violations",
placement,portBuffers,71,
clocking,clockBufferDepth,3,
synth,top_logic_kind,"AND-OR/OR-AND gates",
worst_setup_path,crit_type,"in2reg",
sta,finalClockPeriodUsage,29.3,%
drt,dr.pass1.iters,5,
worst_setup_path,crit_slowest_cell,"a2111oi_0",
power,p_switching,0.839,mW
clocking,insertion_delay,0.82,ns
worst_setup_path,reg2reg_slack,42.70,ns
grt,grt_pass1_wl,306000,µm
synth,netlist_top_cells_area,"edfxtp_1 (78%), mux2i_1 (3.3%), mux4_2 (2.7%)",
worst_setup_path,reg2reg_to,"readData[27]",
sta,drv_slew,0,
synth,syn_avg_cell_area,18.6,µm²
clocking,cts_made_buffers,206,
clocking,clock_sinks,2080,
sta,layout_min_cycle_time,13.32,ns
synth,async_flop_share,0,%
placement,hpwl,116000,µm
[logic make-up after synthesis]
group | count (synthesis)
multiplexers | 502
AND/OR/NAND/NOR | 424
AND-OR/OR-AND | 933
flip-flops | 2080
buffers and inverters | 300
[worst max-delay path: cells and delay by family]
| family | cells | cell delay (ns) |
|---|---|---|
| compound gates | 1 | 0.81 |
| buf+inv | 5 | 2.81 |
| mux | 2 | 0.60 |
| simple gates | 2 | 0.33 |
[placed cells by master, fill, tap and decap left out, types with 14 or more instances in the layout]
| master | n |
|---|---|
| a211oi_1 | 17 |
| a21oi_1 | 121 |
| a221o_1 | 15 |
| a221oi_1 | 175 |
| a222oi_1 | 16 |
| a22o_1 | 66 |
| a22oi_1 | 188 |
| a31oi_1 | 43 |
| and3_1 | 85 |
| buf_2 | 32 |
| buf_4 | 190 |
| clkbuf_1 | 53 |
| clkbuf_16 | 209 |
| clkdlybuf4s50_1 | 36 |
| clkinv_1 | 54 |
| clkinv_2 | 27 |
| dfxtp_1 | 32 |
| edfxtp_1 | 2048 |
| mux2_2 | 147 |
| mux2i_1 | 259 |
| mux4_2 | 96 |
| nand2_1 | 27 |
| nand2b_1 | 15 |
| nand3_1 | 53 |
| nor2_1 | 77 |
| nor2_4 | 67 |
| nor3_1 | 19 |
| nor4_1 | 14 |
| o21ai_0 | 84 |
| o22a_1 | 70 |
| o22ai_1 | 93 |
| o2bb2ai_1 | 15 |
| or4_1 | 15 |
| or4b_1 | 14 |
[state kept, by name, summed over array words and instances, names as in the netlist]
| name | flops |
|---|---|
| ram | 2048 |
| readData | 32 |
[metal layers]
layer | vias up | global-route usage (%) | share of wire, %
met2 | 2581 | 43.5 | 47
met3 | 418 | 19.3 | 15
li1 | 18017 | - | -
met5 | - | 0.515 | 0.058
met4 | 8 | 9.46 | 4.1
met1 | 21096 | 41.3 | 33
[power groups by stage]
stage / clock [mW] / combinational [mW] / sequential [mW]
finish: 1.60 / 0.205 / 2.13
CTS: 1.62 / 0.207 / 2.13
global route: 1.69 / 0.219 / 2.13
[worst max-delay path by stage]
stage,from,endpoint,cells after the start
finish,address[4],readData[8],10
global route,address[4],readData[8],10
CTS,address[4],readData[8],10
[per-stage QoR]
stage	worst slack (ns)	util, %
after CTS	32.27	57.0
after detailed placement	31.44	52.9
after global routing	31.85	57.0
final	32.18	57.0
after global placement	31.52	52.9
after floorplan	33.16	-
[cell type report]
class                      count  area share, %
clock inverter               107          0.932
clock buffer                 265           6.14
antenna                        1        0.00281
sequential                  2080           69.7
tap                         2058           2.89
multi-input combinational   1859           18.0
timing repair buffer         262           2.26
inverter                       2         0.0169
Power is estimated from default activity; no workload was simulated.
