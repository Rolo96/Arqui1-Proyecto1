### flow/config.mk
export PLATFORM = sky130hd
export DESIGN_NAME = RegisterBank
export DESIGN_NICKNAME = RegisterBank
export VERILOG_FILES = /design/flow/design.v
export SDC_FILE = /design/flow/constraint.sdc
export NUM_CORES = 4
export LEC_CHECK = 1
export CORE_UTILIZATION = 50
### flow/constraint.sdc
current_design RegisterBank

set clk_period 7.8
set clk_io_pct 0.2

create_clock -name clk0 -period $clk_period [get_ports {clk}]

set non_clock_inputs [all_inputs -no_clocks]
set_input_delay [expr $clk_period * $clk_io_pct] -clock clk0 $non_clock_inputs
set_output_delay [expr $clk_period * $clk_io_pct] -clock clk0 [all_outputs]
### flow/design.v
`timescale 1ns / 1ps
module RegisterBank(clk,writeEnabled,regAddress1,regAddress2,writeAddress,writeData,pc,dataOut1,dataOut2);
	input logic clk;
	input writeEnabled;  
	input logic [3:0] regAddress1;  
	input logic [3:0] regAddress2;  
	input logic [3:0] writeAddress;  
	input logic [31:0] writeData;  
	input logic [31:0] pc; 
	output logic [31:0] dataOut1;  
	output logic [31:0] dataOut2;  
	logic [31:0] regs [15:0];
	always_ff @(posedge clk) 
		begin
			if(writeEnabled) begin
				regs[writeAddress] = writeData;  
			end
		end
	assign dataOut1 = (regAddress1 == 4'b1111) ? pc : regs[regAddress1];  
	assign dataOut2 = (regAddress2 == 4'b1111) ? pc : regs[regAddress2];  
endmodule
### flow/run.sh
#!/bin/bash
# OpenROAD 26Q1-2900-gdf79404cd8, Yosys 0.63+post, stock flow scripts
make -C /OpenROAD-flow-scripts/flow DESIGN_CONFIG=/design/flow/config.mk WORK_HOME=/design/flow/orfs finish
==> results_slide.txt <==
Synthesis and Place & Route Summary

Timing
  – Fin Setup TNS: 0 ns
  – Period minus WS final: 6.34 ns
  – FMAX: 158 MHz
  – Slew margin rel.: 38.6%
  – Unrepaired setup endpoints after global routing: false
  – Final setup fails: 0
  – Slew Limit Fails: 0
  – Final hold viol count: 0
  – Fin Hold WS: 1.85 ns
  – Fin crit share: 81.3%
  – Worst-Margin Slew: 0.920 ns

Power and ir drop
  – Sw frac: 22.0%
  – Share of total power in sequential cells: 50.2%
  – Final Total Pwr: 6180 µW
  – Clock share of power: 40.2%
  – Leak pwr: 0.00925 µW
  – Internal Power: 4820 µW
  – PwrDens: 223 nW/µm²
  – NetSw: 1360 µW
  – Logic pwr share: 9.6%
  – Max VDD drop: 0.178 mV

Placed design
  – Hpwl dp: 36000 µm
  – GP Congestion: 0.849
  – IO buf count: 141

Yosys
  – Post-Synthesis Cells: 1447
  – Sequential share of the synthesized area: 63.8%
  – Yosys stat cell total: 1447
  – Synth cell types: 28
  – Chip area line of the yosys report: 24100 µm²
  – Basic Gates by Area: 4.47%
  – Mapped Avg Cell Area: 16.6 µm²
  – XOR/XNOR Area Share: 0%
  – Synth Area in Adders: 0%
  – Synth top area share: 63.8%
  – Biggest area cells: edfxtp_1 64%, mux4_2 8.3%, mux2i_1 7.7%
  – Mux frac, synth: 22.4%
  – Compound-Gate Fraction of Synth Area: 6.61%
  – Ys Warns: 1
  – Synth area leader: edfxtp_1
  – Main logic family: multiplexers
  – Mapped cell area: 24100 µm²
  – Synth Register Bits: 511

CTS
  – Clock root buffer: clkbuf_16
  – Postcts setup bufs: 0
  – CTS tree: done
  – CTS resizes: 0
  – Number of buffers created by CTS: 55
  – H-tree levels: 2
  – CTS Hold Bufs: 0
  – Worst-path clk slew: 0.06 ns
  – Clk sinks: 511
  – Longest Clk Path Bufs: 3

Hold path
  – Hold Path Class: input pin to register
  – Hold Path End: regs[10][30]$_DFFE_PP_
  – Worst hold path depth: 1
  – Hold path start: writeData[30]

Route
  – WL final: 64800 µm
  – Via density: 6.42
  – Final ANT Viol Nets: 0
  – Iter 0 DRT Violations: 732
  – Drt drc: 0
  – Via count: 14.3k
  – Wire per inst: 29.1 µm
  – DR pass1 iterations: 21
  – N_diodes: 0

Cells and area
  – Max reg flops: 511
  – FF+latch area: 15300 µm²
  – Area delta synth->final: 15.3%
  – Gate Area: 8190 µm²
  – Fill cell count: 3553
  – Layout cells sized above 1: 17.8%
  – Final Util: 58.2%

Global route
  – Antenna violations before repair: 2
  – Largest net degree at the start of global routing: 83
  – Grt total ovfl: 0
  – Global-route usage over all layers: 30.1%
  – First-pass GRT wire length: 96000 µm
  – Vias in the first global route: 15.4k

Floorplan
  – Die X: 221 µm
  – CORE AREA: 47600 µm²
  – Die area: 49000 µm²
  – Pre-Place Util: 50.5%
  – Row count: 80
  – Die Y: 221 µm
  – I/O pin count: 142

Flow run
  – MaxCap Viol Count: 0
  – Log Warnings: 25

Critical path
  – Critical path fanouts, max: 17
  – Setup CP Type: input pin to output port
  – Critical Path Start Type: input pin
  – Crit. End Element: output port
  – Critical Path RT: 6.24 ns
  – Arr. time, crit path: 4.78 ns

Outcome
  – Status: finished, final reports clean
-- worst max-delay path: stages --
cell and delay (ns):
clkdlybuf4s50_1 0.80, nand3_1 0.78, buf_4 0.53, o22ai_1 0.23
nor3_1 0.07, a21oi_1 0.27, clkdlybuf4s50_1 0.53
-- cell usage in the layout (no fill, tap or decap), drive strengths merged --
cell type	n
mux2i	186
nor3	35
nor2	137
o32a	31
a21oi	62
o21ai	31
o22ai	93
mux2	31
nand2b	3
clkbuf	70
buf	44
nand2	3
inv	3
nand3	2
nor2b	1
mux4	134
or3b	34
clkdlybuf4s50	134
nand4	2
a22oi	31
clkinvlp	1
bufinv	5
clkinv	23
nand3b	4
edfxtp	511
-- worst max path at each step --
stage,from,to,slack (ns),cells past startpoint
5_1_grt,regAddress1[3],dataOut1[4],1.31,7
6_report,regAddress1[3],dataOut1[31],1.46,7
4_1_cts,regAddress1[3],dataOut1[31],1.45,7
-- layout make-up --
| cell class | instances | share of cell area (%) |
|---|---|---|
| clock buffer | 69 | 5.15 |
| timing repair buffer | 179 | 6.22 |
| tap | 615 | 2.77 |
| clock inverter | 32 | 0.992 |
| sequential | 511 | 55.3 |
| multi-input combinational | 820 | 29.5 |
-- per-stage QoR --
step	worst slack (ns)	std cells	cell area [µm²]
6_report	1.46	2226	27700
5_1_grt	1.31	2226	27700
4_1_cts	1.45	2226	27700
3_5_place_dp	1.47	2125	26000
3_3_place_gp	1.54	2125	26000
2_1_floorplan	3.06	1447	24100
-- logic make-up (layout without fill, tap and decap cells) --
family / after synthesis / count (layout)
AOI/OAI and AO/OA: 248 / 248
muxes: 351 / 351
DFF: 511 / 511
buffers and inverters: 116 / 280
and+or+nand+nor: 221 / 221
-- power by group through the flow --
| stage | combinational (µW) | clock [µW] | sequential [µW] |
|---|---|---|---|
| 5_1_grt | 635 | 2640 | 3110 |
| 4_1_cts | 597 | 2530 | 3100 |
| 6_report | 592 | 2490 | 3100 |
-- cells in the mapped netlist (all sizes together) --
cell,n
nand3b,4
nand4,2
or3b,34
nor2,137
o21ai,31
o32a,31
edfxtp,511
a22oi,31
nand2,3
nor3,35
nand2b,3
buf,60
nand3,2
mux2,31
o22ai,93
nor2b,1
mux2i,186
clkbuf,56
mux4,134
a21oi,62
-- layer usage --
metal | share of wire (%) | track usage (%) | vias up | routed length (µm)
met2 | 49 | 45.3 | 876 | 31600
met4 | 2.0 | 5.05 | 4 | 1260
li1 | - | - | 6257 | -
met5 | 0.049 | 0.489 | - | 32
met3 | 14 | 18.2 | 106 | 9340
met1 | 35 | 41.6 | 7047 | 22500
Power and IR drop assume default switching activity.
